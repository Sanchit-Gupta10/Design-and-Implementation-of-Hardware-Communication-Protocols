==> design.v <==
`timescale 1ns / 1ps
 module spi(
input clk, newd,rst,
input [11:0] din, 
output reg sclk,cs,mosi
    );
  parameter idle = 2'b00;
  parameter send = 2'b01;
  reg [5:0] countc = 0;
  reg [3:0] count = 0;
  reg [1:0] state;
 always@(posedge clk)
  begin
    if(rst == 1'b1) begin
      countc <= 0;
      sclk <= 1'b0;
    end
    else begin 
      if(countc < 50 )
          countc <= countc + 1;
      else
          begin
          countc <= 0;
          sclk <= ~sclk;
          end
    end
  end
    reg [11:0] temp;
  always@(posedge sclk)
  begin
    if(rst == 1'b1) begin
      cs <= 1'b1; 
      mosi <= 1'b0;
    end
    else begin
     case(state)
         idle:
             begin
               if(newd == 1'b1) begin
                 state <= send;
                 temp <= din; 
                 cs <= 1'b0;
               end
               else begin
                 state <= idle;
                 temp <= 8'h00;
               end
             end
       send : begin
         if(count <= 11) begin
           mosi <= temp[count];  
           count <= count + 1;
         end
         else
             begin
               count <= 0;
               state <= idle;
               cs <= 1'b1;
               mosi <= 1'b0;
             end
       end
      default : state <= idle; 
   endcase
  end 
 end
endmodule
==> run.sh <==
#!/bin/bash
# OpenROAD 26Q1-2900-gdf79404cd8, Yosys 0.63+post, stock flow scripts
make -C /OpenROAD-flow-scripts/flow DESIGN_CONFIG=/design/flow/config.mk WORK_HOME=/design/flow/orfs finish
==> config.mk <==
export PLATFORM = sky130hd
export DESIGN_NAME = spi
export DESIGN_NICKNAME = spi
export VERILOG_FILES = /design/flow/design.v
export SDC_FILE = /design/flow/constraint.sdc
export NUM_CORES = 4
export LEC_CHECK = 1
export CORE_AREA = 10 10 91 91
export DIE_AREA = 0 0 101 101
==> constraint.sdc <==
current_design spi

set clk_period 2.5
set clk_io_pct 0.2

create_clock -name clk0 -period $clk_period [get_ports {clk}]

set non_clock_inputs [all_inputs -no_clocks]
set_input_delay [expr $clk_period * $clk_io_pct] -clock clk0 $non_clock_inputs
set_output_delay [expr $clk_period * $clk_io_pct] -clock clk0 [all_outputs]
==> run summary <==
Power Density: 219.4 nW/um^2
sequential fraction of design power: 38.4%
Yosys Warn Count: 1
FP Util: 17.99%
IO Count: 18
fin. max-slew vios: 0
clock network power share: 48.5%
WL final: 1.901 mm
largest net degree at the start of global routing: 23
first-pass detailed-route iteration total: 2
die height: 101 um
Post-CTS Resized: 0
switching power: 63.15 uW
run status: finished, final reports clean
chip area: 10200 um^2
vias in the first global route: 751
CP top delay family: buffers and inverters
Setup crit end kind: output port
Top Layout Cells: 17 x clkdlybuf4s50_1, 16 x edfxtp_1, 13 x and2_1, 11 x dfxtp_1, 7 x nor2_1
Crit Path Max Fanout: 22
min cycle time layout: 1.749 ns
Max clock buf depth: 2
Commonest Layout Cell: clkdlybuf4s50_1
Post-CTS Setup Inserts: 0
startpoint types: flip-flop
Worst Path Arrival: 1.25 ns
Place WS: 0.9571 ns
Internal: 258.4 uW
PnR worst setup slack: 0.7511 ns
combinational share of power: 13.1%
OpenROAD warnings: 25
total grt overflow: 0
slowest CP cell: clkdlybuf4s50_1
syn avg cell area: 12.55 um^2
first-pass GRT wire length: 3.332 mm
Core Area: 6350 um^2
Routed Antenna Nets: 0
ANT cells: 0
worst vdd ir: 0.0001080 V
share of cells above drive strength 1: 5.310%
R2R Setup Slk: 1.30 ns
Leak: 0.5239 nW
DR vias: 723
Yosys Instances: 91
relative slew slack: 68.80%
Post-synth regs: 27
clk slew on worst S/H paths: 0.04 ns
Final Total Pwr: 321.5 uW
total of max-cap violations: 0
Seq/Total Area, Yosys: 61.34%
Final setup violation count: 0
Hold Vio Cnt, Final: 0
Post-Synthesis Cell Area: 1142 um^2
Crit Path Category: flip-flop to output port
CTS buffer count: 3
antenna violations before repair: 0
Row Count: 29
routed wire length per instance: 10.01 um
Die X-Extent: 101 um
Initial DRC Count: 29
endpoints left unconstrained: 38
CTS tree: yes
worst path cell trace: buf_4, clkdlybuf4s50_1
Via density: 3.805
Setup TNS: 0 ns
crit-path max cell delay: 0.50 ns
yosys stat chip area: 1142 um^2
Critical Path RT: 2.00 ns
setup skew after layout: 0.003401 ns
WP buf/inv: 2
H-tree depth: 1
# hold bufs at CTS: 0
routability-driven placement congestion ratio: 0.7486
worst-margin pin slew: 0.4666 ns
register pins left without a clock: 20
Hold Crit Class: flip-flop to flip-flop
fmax: 571.8 MHz
Period Utilization, post-route: 69.95%
Port Buffer Count: 17
clk ins delay skew pair: 0.22 ns
area delta synth->final: 28.26%
post-synthesis instance total: 91
GRT Resource Usage Total: 3.857%
DRC: 0
library cells used by synthesis: 25
sw frac: 19.64%
RSZ-0062 raised after global routing: no
Detailed Place HPWL: 1.461 mm
root buf cell: clkbuf_8
logic make-up after synthesis:
kind of cell / Yosys count / share of synthesized area [%]
AOI/OAI and AO/OA: 14 / 7.557
xor gates and xnor gates: 4 / 3.067
adders and majority gates: 2 / 2.190
buffers and inverters: 5 / 1.642
DFF: 27 / 61.34
muxes: 4 / 7.886
and+or+nand+nor: 35 / 16.32
final timing paths:
| check | start | to | depth (start not counted) |
|---|---|---|---|
| worst max-delay path | sclk | sclk | 2 |
| worst min-delay path | countc[0] | countc[0] | 1 |
| worst max register to register | countc[2] | countc[5] | 3 |
| worst min register to register | countc[0] | countc[0] | 1 |
flip-flops by register name (all words and copies together) (netlist names):
signal / cells
count: 4
countc: 6
cs: 1
mosi: 1
sclk: 1
state: 2
temp: 12
layer usage:
layer  track usage (%)  vias to the layer above  wire [um]
met5                 0                        -          0
met4            0.7503                        0         28
met3             1.317                        2        109
met2             5.602                       17        754
met1             5.519                      333       1008
li1                  -                      371          -
metrics by stage:
stage	hold slack [ns]	utilization [%]	area [um^2]	std cells
floorplan	0.4179	-	1142	91
global placement	0.4365	22.36	1420	186
detailed placement	0.4404	22.36	1420	186
CTS	0.4527	23.07	1465	190
global route	0.4776	23.07	1465	190
finish	0.4521	23.07	1465	190
area by class of cell:
type,instances,area [um^2]
fillers,657,4885
flip-flops and latches,27,700.7
multi-input cells,59,422.9
repair buffers,19,185.2
well taps,77,96.34
clock buffers,4,45.04
inverters,4,15.01
synthesized netlist by cell type (all sizes together):
cell type / count / area [um^2]
a31oi: 2 / 12.51
nand3: 2 / 10.01
mux2: 1 / 11.26
o21ai: 4 / 20.01
mux4: 3 / 78.83
edfxtp: 16 / 480.5
nand2: 5 / 18.77
nor2b: 4 / 25.02
dfxtp: 11 / 220.2
ha: 2 / 25.02
clkbuf: 1 / 3.750
a31o: 1 / 8.760
inv: 4 / 15.01
xor2: 3 / 26.28
a21oi: 3 / 15.01
or3: 1 / 6.260
and2: 13 / 81.33
o21bai: 1 / 7.510
nand2b: 3 / 18.77
o311ai: 1 / 8.760
nor2: 7 / 26.28
a22oi: 1 / 7.510
xnor2: 1 / 8.760
o22ai: 1 / 6.260
power by group through the flow:
stage         Combinational, mW  Clock [mW]  Sequential (mW)
CTS                      0.0430       0.160            0.123
global route             0.0475       0.169            0.124
finish                   0.0421       0.156            0.123
worst reg2reg max path, delay by kind of cell, from the launching register on:
family           cells  cell delay [ns]
AND/OR/NAND/NOR      1             0.22
AND-OR/OR-AND        2             0.57
flip-flops           1             0.33
No activity file was given, so power comes from the tool's default toggle rates.
