### flow/config.mk
export PLATFORM = sky130hd
export DESIGN_NAME = UART_TX_RX
export DESIGN_NICKNAME = UART_TX_RX
export VERILOG_FILES = /design/flow/design.v
export SDC_FILE = /design/flow/constraint.sdc
export NUM_CORES = 4
export LEC_CHECK = 1
export CORE_UTILIZATION = 50
### flow/constraint.sdc
current_design UART_TX_RX

set clk_period 6.9
set clk_io_pct 0.2

create_clock -name clk0 -period $clk_period [get_ports {clk}]

set non_clock_inputs [all_inputs -no_clocks]
set_input_delay [expr $clk_period * $clk_io_pct] -clock clk0 $non_clock_inputs
set_output_delay [expr $clk_period * $clk_io_pct] -clock clk0 [all_outputs]
### flow/design.v
`timescale 1ns / 1ps
module UART_TX_RX(
    input clk,
    input start,
    input [7:0] txin,
    output reg tx, 
    input rx,
    output [7:0] rxout,
    output rxdone, txdone
    );
 parameter clk_value = 100_000;
 parameter baud = 9600;
 parameter wait_count = clk_value / baud;
 reg bitDone = 0;
 integer count = 0;
 parameter idle = 0, send = 1, check = 2;
 reg [1:0] state = idle;
 always@(posedge clk)
 begin
  if(state == idle)
    begin 
    count <= 0;
    end
  else begin
    if(count == wait_count)
       begin
        bitDone <= 1'b1;
        count   <= 0;  
       end
    else
       begin
       count   <= count + 1;
       bitDone <= 1'b0;  
      end    
  end
 end
 reg [9:0] txData; 
 integer bitIndex = 0;  
 reg [9:0] shifttx = 0;
 always@(posedge clk)
 begin
 case(state)
 idle : 
     begin
           tx       <= 1'b1;
           txData   <= 0;
           bitIndex <= 0;
           shifttx  <= 0;
            if(start == 1'b1)
              begin
                txData <= {1'b1,txin,1'b0};
                state  <= send;
              end
            else
              begin           
               state <= idle;
              end
     end
  send: begin
           tx       <= txData[bitIndex];
           state    <= check;
           shifttx  <= {txData[bitIndex], shifttx[9:1]};
  end 
  check: 
  begin
               if(bitIndex <= 9)  
                  begin
                    if(bitDone == 1'b1)
                     begin
                     state <= send;
                     bitIndex <= bitIndex + 1;
                     end
                 end
                else
                begin
                state <= idle;
                bitIndex <= 0;
                end
            end
 default: state <= idle;
 endcase
 end
assign txdone = (bitIndex == 9 && bitDone == 1'b1) ? 1'b1 : 1'b0;
 integer rcount = 0;
 integer rindex = 0;
 parameter ridle = 0, rwait = 1, recv = 2, rcheck = 3;
 reg [1:0] rstate;
 reg [9:0] rxdata;
 always@(posedge clk)
 begin
 case(rstate)
 ridle : 
     begin
      rxdata <= 0;
      rindex <= 0;
      rcount <= 0;
         if(rx == 1'b0)
          begin
           rstate <= rwait;
          end
         else
           begin
           rstate <= ridle;
           end
     end
rwait : 
begin
      if(rcount < wait_count / 2)
         begin
          rcount <= rcount + 1;
          rstate <= rwait;
         end
     else
       begin
          rcount <= 0;
          rstate <= recv;
          rxdata <= {rx,rxdata[9:1]}; 
       end
end
recv : 
begin
     if(rindex <= 9) 
      begin
      if(bitDone == 1'b1) 
        begin
        rindex <= rindex + 1;
        rstate <= rwait;
        end
      end
      else
        begin
        rstate <= ridle;
        rindex <= 0;
        end
end
default : rstate <= ridle;
 endcase
 end
assign rxout = rxdata[8:1]; 
assign rxdone = (rindex == 9 && bitDone == 1'b1) ? 1'b1 : 1'b0;
 endmodule
### flow/run.sh
#!/bin/bash
# OpenROAD 26Q1-2900-gdf79404cd8, Yosys 0.63+post, stock flow scripts
make -C /OpenROAD-flow-scripts/flow DESIGN_CONFIG=/design/flow/config.mk WORK_HOME=/design/flow/orfs finish
==> out/results.txt <==
Critical Path Source Type: flip-flop
Net switching fraction of the power: 0.344
Number of buffers on the longest clock path: 2
Antenna violations before repair: 0
Total wire length after detailed routing: 14,200 um
Mapped Cells: 767
Slew Limit Fails: 0
Yosys warning total: 1
Worst clock skew: 11.0 ps
Distinct lib cells used: 49
Detailed-route vias per instance: 5.42
Initial Util: 0.517
Total number of vias: 5,464
Most common cell after layout, fill and taps aside: sky130_fd_sc_hd__nor2_1
Routed Antenna Nets: 0
Mapped Avg Cell Area: 10.3 um2
Switching power: 1.15 mW
CTS root buf: sky130_fd_sc_hd__clkbuf_16
Flip-flops with a built-in enable: 120
Clock transition at the registers of the reported paths: 70 ps
Critical-path maximum fanout: 5
Post-DP HPWL: 9100 um
Fraction of power consumed by combinational cells: 0.219
Detailed router's first-iteration violation count: 356
Pin count of the biggest net entering global routing: 33
Post-route cell area: 8890 um2
Worst setup path category: flip-flop to output pin
Placement row count: 45
Dominant register cell: sky130_fd_sc_hd__edfxtp_1
Int Pwr: 2.20 mW
CP cell instances: nor4_1 -> nand4_1 -> nor3_1 -> clkdlybuf4s50_1
Status: completed
FF+latch count, synth: 152
Initial DRT Pass Iterations: 4
Area of the mapped netlist: 7920 um2
Type of the worst min-delay path: flip-flop to flip-flop
# clock sinks: 152
Log Warnings: 31
Number of max-cap violations: 0
Post-layout period usage: 0.544
Number of buffer and inverter stages on the critical path: 1
Hold Worst Slack: 503 ps
Largest delay share family, worst path: simple AND/OR/NAND/NOR gates
Setup TNS after final layout: 0 ps
Area growth, synth to finish: 12.3%
Number of remaining DRC errors: 0
CP Capture Type: output pin
Die height: 128 um
Total placed instance area: 8340 um2
Clk ins delay skew pair: 420 ps
Setup repair bufs after CTS: 0
Total of hold buffers inserted after clock tree synthesis: 0
Total die size: 16,300 um2
Count of final setup violators: 0
Cell area power density: 378 nW/um2
Minimum clock period: 3750 ps
Number of cells after detailed placement: 977
Count of buffers inserted at the top-level ports: 21
Antenna Cells: 0
H-tree depth reported by CTS: 4
Routed len/inst: 14.1 um
Via count of the first global-routing pass: 5,268
Final Hold Vio Count: 0
Wire length of the first global-routing pass: 24,400 um
P_leak: 2.96 nW
Total congestion overflow after global routing: 0
Pin slew with the least headroom to its limit: 930 ps
TritonCTS clock tree: built
Core outline area: 15,300 um2
Crit path largest cell delay: 540 ps
Yosys-reported design area after synthesis: 7920 um2
CTS buffer count: 17
Post-CTS sizing: 0
Tightest slew margin relative to the limit: 0.375
Final core occ: 0.581
WP data arrival: 2370 ps
Max stage delay cell, worst path: sky130_fd_sc_hd__clkdlybuf4s50_1
Filler cell count in the final layout: 1,260
RSZ-0062 raised after global routing: no
Final RePlAce weighted congestion: 0.816
Fraction of layout instances using a drive strength above 1: 0.0752
Maximum ir drop on the vdd rail: 0.277 mV
Most frequently placed logic cells in the final layout: sky130_fd_sc_hd__nor2_1, sky130_fd_sc_hd__edfxtp_1, sky130_fd_sc_hd__xor2_1
All-layer global routing usage: 0.194
Share of synthesized area occupied by flip-flops and latches: 0.536
Portion of total power attributed to sequential cells: 0.523
Data required time at the worst endpoint: 5520 ps
Clk network pwr share: 0.258
Achievable clock frequency: 266 MHz
Number of cells in the yosys synthesis report: 767
Count of non-filler cells in the finished layout: 1,009
Ports placed on the boundary: 22
Width of the die: 128 um
Synth async-reset ratio: 0
==> final cells by class <==
class,count,area (um2),area share
flip-flops and latches,152,4240,0.477
multi-input cells,558,3440,0.387
clock buffers,18,439,0.0494
repair buffers,35,315,0.0355
well taps,211,264,0.0297
clock inverters,14,113,0.0127
inverters,21,78.8,0.00886
==> worst paths after layout <==
check	start	endpoint	slack (ps)	cells past startpoint
worst min-delay path	count[0]$_SDFF_PP0_	count[0]$_SDFF_PP0_	500	1
worst max-delay path	bitIndex[6]$_SDFFCE_PN0P_	txdone	3150	4
worst min register to register	count[0]$_SDFF_PP0_	count[0]$_SDFF_PP0_	500	1
worst max register to register	bitIndex[8]$_SDFFCE_PN0P_	bitIndex[28]$_SDFFCE_PN0P_	4270	5
==> metrics by stage <==
stage	setup WS, ps	power [mW]
2_1_floorplan	3730	2.25
3_3_place_gp	3610	2.49
3_5_place_dp	3580	2.51
4_1_cts	3070	3.39
5_1_grt	3030	3.57
6_report	3150	3.36
==> logic make-up after synthesis <==
| family | share of synthesized area |
|---|---|
| adders and majority gates | 0.0158 |
| AOI/OAI and AO/OA | 0.0215 |
| DFF | 0.536 |
| buffers and inverters | 0.0345 |
| muxes | 0.00553 |
| xor gates and xnor gates | 0.125 |
| and+or+nand+nor | 0.261 |
==> registers in the layout, summed over array words and instances, names as in the netlist <==
register and cells:
bitDone 1, rcount 32, bitIndex 32, rstate 2, txData 9, tx 1
rindex 32, state 2, rxdata 9, count 32
==> cell usage after synthesis (3+ instances only) <==
cell,instances,area (um2)
sky130_fd_sc_hd__nor2_1,142,533
sky130_fd_sc_hd__edfxtp_1,120,3600
sky130_fd_sc_hd__xor2_1,73,639
sky130_fd_sc_hd__nand3_1,48,240
sky130_fd_sc_hd__nand4_1,44,275
sky130_fd_sc_hd__nand2_1,41,154
sky130_fd_sc_hd__xnor2_1,40,350
sky130_fd_sc_hd__dfxtp_1,32,641
sky130_fd_sc_hd__nor4_1,31,194
sky130_fd_sc_hd__and2_1,23,144
sky130_fd_sc_hd__clkbuf_1,22,82.6
sky130_fd_sc_hd__and3_1,21,131
sky130_fd_sc_hd__inv_1,21,78.8
sky130_fd_sc_hd__nor3_1,20,100
sky130_fd_sc_hd__ha_1,10,125
sky130_fd_sc_hd__a21oi_1,8,40.0
sky130_fd_sc_hd__buf_4,8,60.1
sky130_fd_sc_hd__and4_1,6,52.6
sky130_fd_sc_hd__nand4b_1,5,43.8
sky130_fd_sc_hd__o21ai_0,5,25.0
sky130_fd_sc_hd__or3_1,5,31.3
sky130_fd_sc_hd__a31oi_1,3,18.8
sky130_fd_sc_hd__and4_2,3,30.0
sky130_fd_sc_hd__or4_1,3,22.5
==> metal layers <==
| metal | routed length, um | part of all wire | global-route usage | vias to the layer above |
|---|---|---|---|---|
| met4 | 110 | 0.0077 | 0.0152 | 0 |
| met5 | 0 | 0 | 0 | - |
| met2 | 6270 | 0.44 | 0.284 | 104 |
| met1 | 7220 | 0.51 | 0.326 | 2580 |
| li1 | - | - | - | 2772 |
| met3 | 618 | 0.043 | 0.0531 | 8 |
==> power by group through the flow <==
stage	Combinational [mW]	Sequential, mW	Clock [mW]
final	0.736	1.76	0.867
after CTS	0.748	1.75	0.886
after global routing	0.829	1.81	0.924
No activity file was given, so power comes from the tool's default toggle rates.
